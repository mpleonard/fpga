## flow/config.mk

```make
export PLATFORM = sky130hd
export DESIGN_NAME = axis_chirp_framer
export DESIGN_NICKNAME = axis_chirp_framer
export VERILOG_FILES = /design/flow/design.v
export SDC_FILE = /design/flow/constraint.sdc
export NUM_CORES = 4
export LEC_CHECK = 1
export CORE_AREA = 10 10 88 88
export DIE_AREA = 0 0 98 98
```

## flow/constraint.sdc

```tcl
current_design axis_chirp_framer

set clk_period 3.3
set clk_io_pct 0.2

create_clock -name clk0 -period $clk_period [get_ports {aclk}]
create_clock -name clk1 -period $clk_period [get_ports {ramp}]

set non_clock_inputs [all_inputs -no_clocks]
set_input_delay [expr $clk_period * $clk_io_pct] -clock clk0 $non_clock_inputs
set_output_delay [expr $clk_period * $clk_io_pct] -clock clk0 [all_outputs]
```

## flow/design.v

```verilog
`timescale 1 ns / 1 ps;
module axis_chirp_framer #
(
    parameter integer AXIS_TDATA_WIDTH = 32,
    parameter integer INDEX_WIDTH = 16
)
(
    input wire                          aclk,
    input wire                          aresetn,
    input wire [3:0]                    cfg_nfft,
    output wire                         err_nsmall,
    input wire                          ramp,
    input wire [AXIS_TDATA_WIDTH-1:0]   s_axis_tdata,
    input wire                          s_axis_tvalid,
    output wire                         s_axis_tready,
    output wire [AXIS_TDATA_WIDTH-1:0]  m_axis_tdata,
    output wire [INDEX_WIDTH-1:0]       m_axis_tuser,
    output wire                         m_axis_tvalid,
    output wire                         m_axis_tlast,
    input wire                          m_axis_tready
);
reg [INDEX_WIDTH-1:0] index;
reg zeroing;
reg en;
wire [11:0] index_last;
wire tlast;
assign index_last = (1 << cfg_nfft) - 1;
assign tlast = (index == index_last) ? 1 : 0;
assign s_axis_tready = (zeroing) ? 0 : m_axis_tready;
assign m_axis_tdata = (zeroing) ? {(AXIS_TDATA_WIDTH){1'b0}} : s_axis_tdata;
assign m_axis_tvalid = (zeroing) ? 1 : s_axis_tvalid & en;
assign m_axis_tlast = tlast;
assign m_axis_tuser = index;
assign err_nsmall = tlast & ~zeroing;
always @(posedge aclk) begin
    if (~aresetn) begin
        index <= {(INDEX_WIDTH){1'b0}};
        zeroing <= 0;
        en <= 0;
    end
    else begin
        if (en) begin
            if (m_axis_tready & m_axis_tvalid) begin
                if (tlast) begin
                    index <= {(INDEX_WIDTH){1'b0}};
                    zeroing <= 0;
                end
                else
                    index <= index + 1;
            end
        end
    end
end
always @(posedge ramp) begin
    if (~en)
        en = 1;
    else
        zeroing = 1;
end
endmodule
```

## flow/run.sh

```bash
#!/bin/bash
# OpenROAD 26Q1-2900-gdf79404cd8, Yosys 0.63+post, stock flow scripts
make -C /OpenROAD-flow-scripts/flow DESIGN_CONFIG=/design/flow/config.mk WORK_HOME=/design/flow/orfs finish
```

==> summary.txt <==
Combinational share of power: 0.180
Max reg flops: 16
Max clock buf depth: 2
Gate Count Post-Synth: 182
Slowest Stage Delay on Critical Path: 0.56 ns
Diode count: 0
Cell total in the yosys stat output: 182
Status: finished clean
Total number of vias: 1197
Largest net degree at the start of global routing: 16
Setup CP Type: input pin to output port
Synthesized registers: 16
Post-synthesis compound-gate area fraction: 0.174
CTS root buffer: clkbuf_8
Number of clock sinks: 16
FF-to-FF Start: index[15]$_SDFFE_PN0P_
Pins Over Slew Limit: 0
CP Cell Sequence: clkdlybuf4s15_1 > or4_4 > ha_4 > buf_4 > nand2b_4 > a211oi_2 > a311oi_2 > nand4b_2 > nor2_1 > buf_2
Drt first-iter violations: 91
Layout cell share with drive strength beyond 1: 0.176
DRT antenna net count: 0
Slowest cell on the critical path: or4_4
Die Ht: 98 microns
First-pass GRT wire length: 5660 microns
Layout Skew: 0.00710 ns
Die width: 98 microns
DR WL/cell: 11.6 microns
DP Wirelength: 2690 microns
Post-synth area from yosys stat: 0.00142 sq mm
Mux frac, synth: 0.00703
Sequential share of power: 0.438
Cell Type Count: 48
Residual DRC count: 0
Ys async rst share: 0
H-tree Lvls: 1
CP Launch Point: cfg_nfft[2]
Cell area leaders: dfxtp_1 22%, buf_4 18%, nor2_1 6.3%
Internal power: 0.342 mW
Site Rows: 28
Setup TNS: 0 ns
Top-area cell share: 0.225
Switching power: 0.114 mW
WP data required: 2.64 ns
Final Hold Fails: 0
Commonest cells in the netlist: 35 x buf_4, 24 x nor2_1, 17 x nand2_1
Post-CTS Hold Fix Bufs: 0
IO Pins: 93
Commonest flop: dfxtp_1
DRT Pass-1 Iters: 4
Synthesized area: 0.00142 sq mm
Routed length on met2: 1530 microns
Top Metal Used: met4
CTS tree: done
Antenna violations before repair: 0
Gr usage total: 0.0676
Cts bufs inserted: 3
Crit-path max FO: 5
Arr. time, crit path: 2.57 ns
Post-layout power: 0.456 mW
Synth warn: 5
Dominant combinational family: simple AND/OR/NAND/NOR gates
Sw frac: 0.250
CP Buf/Inv Count: 3
Vias per cell: 4.11
Fill cell count: 618
HP Start: index[15]$_SDFFE_PN0P_
Largest reg by FF count: index
Routed WL: 3390 microns
Metal1 wirelength: 1600 microns
Adder Share, Synth: 0.0176
Worst VDD drop: 145 uV
Tool Warnings: 60
Met3 wire len: 258 microns
Placeable core area: 0.00592 sq mm
Hold_ws: 0.547 ns
Area delta synth->final: 27.8%
Pwr/cell area: 251 mW/mm^2
Clock network power share: 0.383
Final-report setup violation count: 0
Worst-path clk slew: 0.06 ns
Port Buffers: 23
Static Leak: 0.723 nW
Class of the worst hold path: flop to flop
Biggest regs: index (16)
Number of enable flip-flop cells: 0
GR Overflow Total: 0
CP Capture Type: output port
Final Wtd Congestion: 0.842
Synth Seq Share: 0.225
Synth Area in XOR/XNOR: 0.0984
Post-Syn Area per Cell: 7.82 sq um
Count leader, synth: buf_4
Fp util: 0.240
Crit path launch type: input pin
MaxCap Viol Count: 0
Synth area leader: dfxtp_1
Vias in the first global route: 1194
Die area: 0.00960 sq mm
Crit path max-delay family: simple AND/OR/NAND/NOR gates
And+or+nand+nor area frac: 0.245
==> worst min-delay path: cells and delay by family (launching register included) <==
kind	cells	cell delay (ns)
DFF	1	0.37
xor gates and xnor gates	1	0.08
and+or+nand+nor	1	0.07
==> path summary, 6_finish.rpt <==
kind,to,slack [ns],depth (start not counted)
max reg2reg,index[13]$_SDFFE_PN0P_,1.05,11
min,index[15]$_SDFFE_PN0P_,0.55,2
max,m_axis_tlast,0.07,10
min reg2reg,index[15]$_SDFFE_PN0P_,0.55,2
==> layout by cell type (no fill, tap or decap), drive strengths merged, types with 3 or more instances in the layout <==
cell type,n
xnor2,8
o211ai,3
dfxtp,16
clkdlybuf4s15,3
o22ai,3
conb,35
nand2,17
nand4,4
buf,17
nor2b,3
clkdlybuf4s50,18
nand3,5
nor3,3
nor2,24
o21ai,4
clkbuf,4
xor2,8
a21boi,4
inv,4
==> layout make-up <==
type | instances | area (sq um) | share of cell area
timing repair buffer | 39 | 360 | 0.198
inverter | 4 | 15.0 | 0.00825
clock buffer | 4 | 55.1 | 0.0303
sequential | 16 | 320 | 0.176
tap | 75 | 93.8 | 0.0516
multi-input combinational | 153 | 975 | 0.536
==> through the flow <==
step | std cells | setup WS (ns) | cell area (sq um) | util
floorplan | 215 | 0.145 | 1550 | -
global placement | 283 | -0.671 | 1670 | 0.281
detailed placement | 283 | -0.660 | 1670 | 0.281
CTS | 290 | 0.0268 | 1780 | 0.301
global route | 291 | -0.0326 | 1820 | 0.307
finish | 291 | 0.0718 | 1820 | 0.307
==> power by group through the flow <==
| stage | Clock [mW] | Sequential (mW) | Combinational (mW) |
|---|---|---|---|
| global route | 0.187 | 0.200 | 0.0927 |
| CTS | 0.180 | 0.199 | 0.0802 |
| finish | 0.174 | 0.199 | 0.0819 |
==> timing repair <==
item,CTS,global route
pin swaps,6,5
buffers inserted,3,1
setup endpoints to repair,1,1
gates resized,17,6
==> cells by family (layout without fill, tap and decap cells) <==
family                   count (synthesis)  in the layout
multiplexers                             1              1
AND/OR/NAND/NOR                         69             69
other                                    2             35
AND-OR/OR-AND                           30             30
flip-flops                              16             16
adder cells (fa/ha/maj)                  2              2
XOR/XNOR                                16             16
buffers and inverters                   46             47
==> layer usage <==
layer,track usage,vias up
li1,-,623
met5,0,-
met1,0.0922,539
met4,0.00224,0
met2,0.104,33
met3,0.0270,2
No activity file was given, so power comes from the tool's default toggle rates.
