===== /design/flow/design.v =====
`timescale 1 ns / 1 ps;
module axis_ramp_request #
(
    parameter integer COUNTER_WIDTH = 18
)
(
    input wire          aclk,
    input wire          aresetn,
    input wire [COUNTER_WIDTH-1:0]   cfg,
    output wire         ramp_rq,
    output wire [15:0]  m_axis_tdata,
    output wire         m_axis_tvalid,
    input wire          m_axis_tready
);
reg dout, dout_next;
reg [COUNTER_WIDTH-1:0] counter, counter_next;
wire [COUNTER_WIDTH-1:0] cfg_half;
assign cfg_half = cfg >> 1;
assign ramp_rq = dout;
assign m_axis_tdata = (dout) ? 16'd8191 : 16'd0;
assign m_axis_tvalid = 1;
always @(posedge aclk) begin
    if (~aresetn) begin
        dout <= 1'b0;
        counter <= {(COUNTER_WIDTH){1'b0}};
    end
    else begin
        dout <= dout_next;
        counter <= counter_next;
    end
end
always @* begin
    if (counter == 0) begin
        dout_next = 1'b0;
    end
    else if (counter == cfg_half) begin
        dout_next = 1'b1;
    end
    if (counter < cfg) begin
        counter_next = counter + 1'b1;
    end
    else begin
        counter_next = {(COUNTER_WIDTH){1'b0}};
    end
end
endmodule

===== /design/flow/run.sh =====
#!/bin/bash
# OpenROAD 26Q1-2900-gdf79404cd8, Yosys 0.63+post, stock flow scripts
make -C /OpenROAD-flow-scripts/flow DESIGN_CONFIG=/design/flow/config.mk WORK_HOME=/design/flow/orfs finish

===== /design/flow/config.mk =====
export PLATFORM = sky130hd
export DESIGN_NAME = axis_ramp_request
export DESIGN_NICKNAME = axis_ramp_request
export VERILOG_FILES = /design/flow/design.v
export SDC_FILE = /design/flow/constraint.sdc
export NUM_CORES = 4
export LEC_CHECK = 1
export CORE_AREA = 10 10 98 98
export DIE_AREA = 0 0 108 108

===== /design/flow/constraint.sdc =====
current_design axis_ramp_request

set clk_period 4.6
set clk_io_pct 0.2

create_clock -name clk0 -period $clk_period [get_ports {aclk}]

set non_clock_inputs [all_inputs -no_clocks]
set_input_delay [expr $clk_period * $clk_io_pct] -clock clk0 $non_clock_inputs
set_output_delay [expr $clk_period * $clk_io_pct] -clock clk0 [all_outputs]

==> impl_metrics.yaml <==
# generated from flow reports
final_layout:
  lay_top_count: "clkdlybuf4s50_1"
  synthToLayoutAreaGrowth_pct: 20.39
  drive_gt1_share_pct: 3.571
  final_cell_mix: "clkdlybuf4s50_1 (33), nor2_1 (26), inv_1 (22)"
grt:
  grt_usage_pct: 6.722
  antenna_found_initial: 0
  grt_pass1_wl_um: 6348
  grt_pass1_vias: 1270
  grt_overflow: 0
  grt_max_degree: 19
setup_path:
  cp_cell_sequence: "clkdlybuf4s50_1 > inv_1 > ha_1 > a21oi_1 > o21ai_0 > o211ai_1 > o211ai_2 > nor2_1"
  critPathMaxFanout: 18
  crit_path_start_kind: "primary input"
  cpPeakStageDelay_ns: 0.69
  worst_ep_required_time_ns: 4.72
  cpMaxStageDelayCell: "o211ai_2"
  worstSetupEndpointType: "register"
  crit_arrival_ns: 3.03
  worst-setup-path-type: "primary input to register"
yosys:
  synth_area_per_cell_sq_um: 7.934
  synth_cell_types: 34
  syn_area_sq_um: 1650
  ys.flop_type: "dfxtp_1"
  yosys-stat-area_sq_um: 1650
  postSynthCellCount: 208
  ys_seq_elements: 20
  synthArstFlopShare_pct: 0
  ys_warn_count: 1
  ys_cells: 208
  edf_count: 0
power_and_ir_drop:
  power.total_uw: 369.7
  combinationalPowerShare_pct: 20.0
  power_leakage_nw: 0.8392
  power.internal_uw: 274.7
  p_seq_share_pct: 48.0
  power.switching_uw: 95.01
  p_clk_share_pct: 32.0
  vdd_drop_max_uv: 106.1
  p_sw_share_pct: 25.70
  p_per_area_nw_per_um2: 186.1
flow_run:
  tool_warnings: 27
  maxCapViolations: 0
clocking:
  postCtsHoldBufs: 0
  cts_tree: "done"
  clk_latency_ns: 0.26
  numCtsBuffers: 3
  cts_resized: 0
  clock_path_buffers: 2
  htreeDepth: 1
  post_cts_buffers: 0
  clk_pin_slew_worst_paths_ns: 0.08
  root_buffer: "clkbuf_8"
detailed_routing:
  drt-initial-drc-count: 73
  drtPass1Iterations: 4
  postRouteAntennaNets: 0
  finalWirelength_um: 3814
  vias_per_cell: 3.988
  wl_per_cell_um: 11.70
  diodes: 0
  vias: 1300
  drcViolationCount: 0
placed_design:
  hpwl_um: 3088
  gp_congestion: 0.8964
  numPortBuffers: 33
outcome:
  run_status: "complete, no violations"
final_timing:
  max_freq_mhz: 343.0
  maxSlewHeadroom_pct: 44.83
  unclocked_regs: 1
  finalCritPeriodShare_pct: 63.38
  setup_viol: 0
  clock_skew_ns: 0.003439
  timing.final.crit_period_ns: 2.915
  final.setup.tns_ns: 0
  tightest_slew_ns: 0.8251
  rsz0062_at_grt: "no"
  hold_viol_final: 0
  untimed_endpoints: 1
  drv_slew: 0
floorplan:
  dieWidth_um: 108
  fp.dieH_um: 108
  num_rows: 32
  io_pins: 39
  initial_utilization_pct: 21.58
  die_area_sq_um: 11660
  coreArea_sq_um: 7647
worst_hold_path:
  hold_class: "register to register"
[sequential cells by signal, summed over array words and instances (netlist names)]
register and flops:
counter 18, dout 1, dout_next 1
[cell type report]
cell class                 count  area, sq um
fill                         810         5660
multi-input combinational    145         1005
sequential                    20        395.4
timing repair buffer          33        330.3
tap                          102        127.6
inverter                      22        82.58
clock buffer                   3        41.29
clock inverter                 1        5.005
[critical path, delay by kind of cell]
family,cells,cell delay [ns]
AND-OR/OR-AND,4,1.12
buffers and inverters,2,0.58
adder cells (fa/ha/maj),1,0.29
AND/OR/NAND/NOR,1,0.11
[cell families after synthesis]
family / synth area share [%]
buffers and inverters: 15.62
AOI/OAI and AO/OA: 5.762
and+or+nand+nor: 22.29
latches: 0.9095
other: 0.4551
xor gates and xnor gates: 17.51
DFF: 23.05
adders and majority gates: 14.40
[cells in the mapped netlist, types with 4 or more instances]
cell | n | area, sq um
a21oi_1 | 8 | 40.04
buf_4 | 17 | 127.6
dfxtp_1 | 19 | 380.4
ha_1 | 19 | 237.7
inv_1 | 22 | 82.58
nand2_1 | 14 | 52.55
nand3_1 | 6 | 30.03
nand4_1 | 5 | 31.28
nor2_1 | 26 | 97.59
nor4_1 | 6 | 37.54
o21ai_0 | 4 | 20.02
xnor2_1 | 12 | 105.1
xor2_1 | 21 | 183.9
[power groups by stage]
| stage | registers [mW] | logic, mW | clock network (mW) |
|---|---|---|---|
| after global routing | 0.179 | 0.0837 | 0.130 |
| final | 0.177 | 0.0740 | 0.118 |
| after CTS | 0.177 | 0.0753 | 0.125 |
[metal layers]
| layer | track usage, % | wire length, um | vias to the layer above |
|---|---|---|---|
| li1 | - | - | 687 |
| met1 | 9.365 | 1740 | 563 |
| met2 | 10.26 | 1599 | 46 |
| met3 | 2.229 | 432 | 4 |
| met4 | 0.6679 | 41 | 0 |
| met5 | 0 | 0 | - |
[stage by stage]
stage          setup WS [ns]  util (%)  std cells  area (sq um)  hold WS (ns)
3_3_place_gp           1.357     25.38        322          1941        0.5328
4_1_cts                1.652     25.98        326          1987        0.5551
3_5_place_dp           1.365     25.38        322          1941        0.5346
2_1_floorplan          2.279         -        210          1658        0.5192
6_report               1.685     25.98        326          1987        0.5475
5_1_grt                1.476     25.98        326          1987        0.5809
[final timing paths]
| check | start | to | slack [ns] | depth (start not counted) |
|---|---|---|---|---|
| max | cfg[7] | counter[12] | 1.68 | 8 |
| min | counter[0] | counter[0] | 0.55 | 1 |
| max reg2reg | counter[9] | counter[12] | 2.49 | 6 |
| min reg2reg | counter[0] | counter[0] | 0.55 | 1 |
